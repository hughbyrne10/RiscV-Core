$ cat flow/design.v
`timescale 1ns / 1ps
module mux_twoToOne #(parameter WIDTH = 32) (
    input logic [WIDTH-1:0] d0, d1, 
    input logic sel, 
    output logic [WIDTH-1:0] y
);
assign y = sel ? d1 : d0; 
endmodule
$ cat flow/run.sh
#!/bin/bash
# OpenROAD 26Q1-2900-gdf79404cd8, Yosys 0.63+post, stock flow scripts
make -C /OpenROAD-flow-scripts/flow DESIGN_CONFIG=/design/flow/config.mk WORK_HOME=/design/flow/orfs finish
$ cat flow/config.mk
export PLATFORM = sky130hd
export DESIGN_NAME = mux_twoToOne
export DESIGN_NICKNAME = mux_twoToOne
export VERILOG_FILES = /design/flow/design.v
export SDC_FILE = /design/flow/constraint.sdc
export NUM_CORES = 4
export LEC_CHECK = 1
export CORE_AREA = 10 10 70 70
export DIE_AREA = 0 0 80 80
$ cat flow/constraint.sdc
current_design mux_twoToOne

set clk_period 1.0
set clk_io_pct 0.2

create_clock -name clk0 -period $clk_period

set non_clock_inputs [all_inputs -no_clocks]
set_input_delay [expr $clk_period * $clk_io_pct] -clock clk0 $non_clock_inputs
set_output_delay [expr $clk_period * $clk_io_pct] -clock clk0 [all_outputs]
==> out/qor.yml <==
status:
  status: "complete, but fails checks"
  violations: "negative setup slack"
worst_hold_path:
  whs_endpoint: "y[25]"
  hp-start: "d0[25]"
  hold_path_depth: 3
  worstHoldPathType: "input pin to output pin"
synth:
  simple_gate_area_share_pct: 0
  yosys-stat-cells: 36
  aoi_share_pct: 0
  fa_ha_area_share_pct: 0
  synthDistinctLibCells: 4
  yosysWarnings: 0
  ys_sh_xor_pct: 0
  yosysChipArea_um2: 544.3
  synth.avg_cell_area_um2: 15.12
  ys_seq_share_pct: 0
  synth_area_um2: 544.3
  synth_cells: 36
  logic_family: "multiplexers"
  synth.mux.area_fraction_pct: 86.90
global_route:
  grt_max_degree: 10
  grt-ovfl-total: 0
  grt_pass1_vias: 811
  grt_first_pass_wirelength_um: 4305
  antenna_found_initial: 0
  track_usage_pct: 8.289
finish:
  fin_area_mm2: 0.001565
  syn_to_final_growth_pct: 187.6
  fillers: 335
  nClkBuffers: 0
  final_layout_size_suffix_gt1_share_pct: 52.59
  ff_latch_area_um2: 0
  flops: 0
final_timing:
  slew_headroom_pct: 93.39
  timing.final.crit_share_pct: 110.1
  report.final.slew_viol_count: 0
  fin_crit_ps: 1101
  setup_viol: 32
  rsz0062_at_grt: "yes"
  fin_ws_ps: -100.8
  clock.fmax_mhz: 908.5
  hold_viol: 0
  fin_tns_setup_ps: -2638
  worst_pin_slew_ps: 99.16
clock_network:
  cts_setup_buffers: 0
  ctsHoldBuffers: 0
route:
  wl_per_cell_um: 16.14
  antenna-diode-count: 0
  postRouteAntennaNets: 0
  drt_wl_total_um: 2922
  via_count: 720
  drc: 0
  drtPass1Iterations: 2
  vias_per_cell: 3.978
  drtIter0Drc: 3
critical_path:
  crit_path_max_fanout: 6
  cp_top_family: "buffers and inverters"
  cp_data_arrival_time_ps: 900
  worstPathCellList: "buf_16 > clkbuf_16 > mux2_4 > buf_6"
  cp-end-kind: "output pin"
  cp.required_ps: 800
  crit_slowest_cell: "mux2_4"
  critPathLaunchType: "input pin"
  max_stage_delay_ps: 300
  crit_type: "input pin to output pin"
  path_depth: 4
  crit_buf_inv: 3
die:
  dieWidth_um: 80
  fp_util_pct: 15.93
  rows: 21
  ios: 97
  dieArea_mm2: 0.006400
  die_h_um: 80
  fp.coreArea_mm2: 0.003416
pwr:
  ir_worst_vdd_v: 0.0001853
  p_leak_nw: 0.8516
  power_density_mw_per_mm2: 393.6
place:
  dpl_cell_area_mm2: 0.001536
  dp_slack_ps: -496.1
  gp_congestion: 0.7597
  dp_hpwl_um: 2408
  io_buffers: 97
flow_run:
  cap_viol_max_count: 0
  tool_warnings: 34
-- tightest hold or removal path, delay by kind of cell --
family / cells / cell delay, ps
mux: 1 / 120
buf+inv: 2 / 270
-- synth_stat cells --
master | n | area [um2]
mux2_4 | 30 | 450.4
buf_12 | 3 | 60.06
mux2_2 | 2 | 22.52
buf_6 | 1 | 11.26
-- logic make-up (layout without fill, tap and decap cells) --
family | count (synthesis) | in the layout
buf+inv | 4 | 103
mux | 32 | 32
-- how the worst max path moves through the flow --
stage         from  endpoint  slack (ps)
CTS            sel      y[2]         -90
finish         sel     y[26]        -100
global route   sel     y[26]        -110
-- power breakdown --
group	internal, mW	leakage (nW)	switching, mW
combinational	0.478	0.852	0.138
sequential	0	0	0
clock	0	0	0
-- final cells by class --
class                           instances  area (um2)  area share, %
Tap cell                               46       57.56          3.677
Multi-Input combinational cell         32       480.5          30.70
Timing Repair Buffer                  103        1027          65.63
-- per-layer routing --
metal | vias up | track usage, % | share of wire [%]
met4 | 0 | 0.7042 | 0.72
li1 | 342 | - | -
met2 | 53 | 13.88 | 49
met3 | 2 | 2.500 | 9.5
met1 | 323 | 10.55 | 41
met5 | - | 0 | 0
-- cell usage in the layout (no fill, tap or decap) --
cell	netlist	routed
clkbuf_16	0	1
buf_16	0	4
dlygate4sd2_1	0	64
mux2_4	30	32
buf_6	1	21
buf_2	0	11
buf_12	3	2
-- what timing repair did --
item,4_1_cts,5_1_grt
cloned,3,1
setup endpoints to repair,32,32
resized,186,6
-- metrics by stage --
step / utilization [%] / total power, mW / hold slack, ps / instances
final: 45.82 / 0.6161 / 794.2 / 181
after global routing: 45.82 / 0.6619 / 806.7 / 181
after CTS: 43.96 / 0.5934 / 800.4 / 180
after detailed placement: 44.98 / 0.6564 / 1328 / 177
after global placement: 44.98 / 0.6539 / 1331 / 177
after floorplan: - / 0.2063 / 497.7 / 36
No activity file was given, so power comes from the tool's default toggle rates.
