**flow/design.v**
```verilog
`timescale 1ns / 1ps
module adder(
    input logic [31:0] a, 
    input logic [31:0] b,
    output logic [31:0] y
);
assign y = a + b; 
endmodule
```
**flow/run.sh**
```bash
#!/bin/bash
# OpenROAD 26Q1-2900-gdf79404cd8, Yosys 0.63+post, stock flow scripts
make -C /OpenROAD-flow-scripts/flow DESIGN_CONFIG=/design/flow/config.mk WORK_HOME=/design/flow/orfs finish
```
**flow/config.mk**
```make
export PLATFORM = sky130hd
export DESIGN_NAME = adder
export DESIGN_NICKNAME = adder
export VERILOG_FILES = /design/flow/design.v
export SDC_FILE = /design/flow/constraint.sdc
export NUM_CORES = 4
export LEC_CHECK = 1
export CORE_AREA = 10 10 94 94
export DIE_AREA = 0 0 104 104
```
**flow/constraint.sdc**
```tcl
current_design adder

set clk_period 18.1
set clk_io_pct 0.2

create_clock -name clk0 -period $clk_period

set non_clock_inputs [all_inputs -no_clocks]
set_input_delay [expr $clk_period * $clk_io_pct] -clock clk0 $non_clock_inputs
set_output_delay [expr $clk_period * $clk_io_pct] -clock clk0 [all_outputs]
```
==> flow_summary_export.csv <==
group,metric,value,unit
route,vias_per_cell,4.92,
setup_path,arrival,6.58,ns
min_path,min_to,"y[0]",
route,num_antenna_cells,0,
route,first_pass_iters,6,
route,first_iter_violations,80,
clock_tree,cts_resized,0,
timing,tightest_slew,0.521,ns
place,place_congestion,0.819,
route,ant_nets,0,
final_layout,final-seq-area,0,um2
synthesis,ys_area,1740,um2
floorplanning,initCoreUtil,0.255,
power_and_ir_drop,ir_worst_vdd,16.0,uV
run_status,outcome,"complete, no violations",
min_path,holdPathStages,3,
synthesis,syn_inst,241,
timing,fin_setup_tns,0,ns
floorplanning,die_area,10800,um2
place,place_inst,422,
setup_path,crit_family,"AND-OR/OR-AND gates",
final_layout,drive_above_1_share,0.0307,
route,wl_met3,382,um
setup_path,worstSetupPathType,"in -> out",
min_path,worstHoldPathType,"in -> out",
final_layout,seq_cells,0,
setup_path,critPathCaptureType,"primary output",
grt,grt_max_degree,11,
final_layout,final.clkbuf_count,0,
synthesis,yosysMostFrequentCell,"ha_1",
grt,grt_pass1_wl,9.67,mm
timing,fin_crit_sh,0.563,
floorplanning,dieHeight,104,um
synthesis,yosysSeqAreaShare,0,
final_layout,fin_util,0.407,
synthesis,topCellsByArea,"ha_1 (22%), a21oi_1 (8.3%), a21o_1 (8.2%), xor2_1 (7.5%), xnor2_1 (6.5%)",
route,num_vias,2077,
job,tool_warnings,32,
floorplanning,core_area,6830,um2
route,wl_met1,2.85,mm
route,top_layer_used,"met3",
synthesis,syn_area,1740,um2
setup_path,startpoint_type,"input port",
grt,grt_overflow,0,
setup_path,critPathMaxStageDelay,0.49,ns
floorplanning,ios,96,
timing,drv_slew,0,
synthesis,yosys_cells,241,
setup_path,required,14.48,ns
synthesis,common_cells,"ha_1 (31), a21oi_1 (29), a21o_1 (19)",
timing,relSlewSlack,0.644,
timing,setup_viol,0,
setup_path,critPathBufInv,2,
setup_path,cp_slowest_cell,"clkdlybuf4s50_1",
route,wl_per_cell,13.8,um
power_and_ir_drop,power_leakage,1.18,nW
place,port_buffers,96,
route,drt_wl_total,5.81,mm
setup_path,path_cells,"clkdlybuf4s50_1, ha_1, fa_1, a21o_1, a31o_2, nand3_1, o221ai_1, a311oi_1, o21bai_1, xor2_1, clkdlybuf4s50_1",
place,dpl.hpwl,5.17,mm
timing,max_freq,98.1,MHz
grt,groute.usage.overall,0.102,
clock_tree,postCtsHoldBufs,0,
route,route.met2.wl,2.58,mm
synthesis,synth_area_per_cell,7.24,um2
synthesis,synth_top_cell_by_area,"ha_1",
min_path,min_from,"b[0]",
timing,finalHoldViolCount,0,
route,drc,0,
floorplanning,rows,30,
job,cap_violations,0,
setup_path,crit_top_cell,"clkdlybuf4s50_1",
grt,antenna_found_initial,0,
synthesis,ys_warn_count,0,
synthesis,synth_cell_types,50,
final_layout,area_delta_synth_final,59.5,%
synthesis,top_area_frac,0.222,
setup_path,cp_max_fo,4,
power_and_ir_drop,powerDensity,38.3,nW/um2
final_layout,final_cells,422,
floorplanning,die_x,104,um
clock_tree,post_cts_buffers,0,
timing,layout_min_cycle_time,10.20,ns
grt,grt_pass1_vias,2035,
timing,rsz0062_at_grt,"false",
[how the worst max path moves through the flow]
| stage | startpoint | to | slack, ns | cells past startpoint |
|---|---|---|---|---|
| after CTS | a[0] | y[26] | 7.88 | 11 |
| after global routing | a[0] | y[26] | 7.70 | 11 |
| final | a[0] | y[26] | 7.90 | 11 |
[layout make-up]
class / instances / area, um2
Fill cell: 708 / 4050
Inverter: 6 / 22.5
Multi-Input combinational cell: 224 / 1680
Tap cell: 96 / 120
Timing Repair Buffer: 96 / 961
[per-stage QoR]
step / setup slack, ns / hold WS, ns / instance area (um2) / total power [mW]
finish: 7.90 / 8.28 / 2780 / 0.107
global route: 7.70 / 8.29 / 2780 / 0.119
CTS: 7.88 / 8.29 / 2780 / 0.108
detailed placement: 7.89 / 8.29 / 2780 / 0.108
global placement: 7.94 / 8.27 / 2780 / 0.108
floorplan: 9.03 / 7.31 / 1740 / 0.0513
[report_power, final]
group          leakage [nW]  switching, mW  internal (mW)  total (mW)
combinational          1.18         0.0423         0.0643       0.107
clock                     0              0              0           0
sequential                0              0              0           0
total                  1.18         0.0423         0.0643       0.107
[layer usage]
| layer | track usage | vias to the layer above |
|---|---|---|
| li1 | - | 1092 |
| met1 | 0.143 | 918 |
| met2 | 0.167 | 67 |
| met3 | 0.0207 | 0 |
| met4 | 0 | 0 |
| met5 | 0 | - |
[cells by family (layout without fill, tap and decap cells)]
family | Yosys count | in the layout | synth area share
buffers and inverters | 17 | 102 | 0.0380
adder cells (fa/ha/maj) | 32 | 32 | 0.234
XOR/XNOR | 28 | 28 | 0.141
AND/OR/NAND/NOR | 65 | 65 | 0.183
multiplexers | 2 | 2 | 0.0115
AND-OR/OR-AND | 97 | 97 | 0.393
[placed cells by master (no fill, tap or decap), drive strengths merged, types with 2 or more instances in the layout]
master	count
nand2	18
o21ai	15
xor2	15
a21oi	29
a21o	19
nor2	12
o21a	2
o211ai	3
a31oi	3
o221ai	2
nor3	4
inv	6
nand4	8
clkdlybuf4s50	96
o311ai	2
o21bai	5
nand2b	2
mux2i	2
ha	31
a211oi	3
xnor2	13
a311oi	3
or2	3
nand3	10
Power and IR drop assume default switching activity.
